==> /design/flow/design.v <==
`timescale 1ns / 1ps
module oneSecWait(start, rst, clk, lastCycle);
  parameter oneSec = 27'd100000000;  
  parameter counterSize = 27;  
  input start, rst, clk;
  output lastCycle;
  reg [(counterSize - 1):0] count;
  assign lastCycle = (count == oneSec);
  always@(posedge clk or posedge rst)
    begin
      if(rst)
        count <= 0;
      else if(count == oneSec)
        count <= 0;
      else if(start)
        count <= 1;
      else if(count != 0)
        count <= count + 1;
      else
        count <= count;
    end
endmodule  
module halfSecWait(start, rst, clk, lastCycle);
  parameter oneSec = (27'd100000000 >> 1);  
  parameter counterSize = (27 - 1);  
  input start, rst, clk;
  output lastCycle;
  reg [(counterSize - 1):0] count;
  assign lastCycle = (count == oneSec);
  always@(posedge clk or posedge rst)
    begin
      if(rst)
        count <= 0;
      else if(count == oneSec)
        count <= 0;
      else if(start)
        count <= 1;
      else if(count != 0)
        count <= count + 1;
      else
        count <= count;
    end
endmodule  
module quarSecWait(start, rst, clk, lastCycle);
  parameter oneSec = (27'd100000000 >> 2);  
  parameter counterSize = (27 - 2);  
  input start, rst, clk;
  output lastCycle;
  reg [(counterSize - 1):0] count;
  always@(posedge clk or posedge rst)
    begin
      if(rst)
        count <= 0;
      else if(count == oneSec)
        count <= 0;
      else if(start)
        count <= 1;
      else if(count != 0)
        count <= count + 1;
      else
        count <= count;
    end
  assign lastCycle = (count == oneSec);
endmodule  
==> /design/flow/run.sh <==
#!/bin/bash
# OpenROAD 26Q1-2900-gdf79404cd8, Yosys 0.63+post, stock flow scripts
make -C /OpenROAD-flow-scripts/flow DESIGN_CONFIG=/design/flow/config.mk WORK_HOME=/design/flow/orfs finish
==> /design/flow/config.mk <==
export PLATFORM = sky130hd
export DESIGN_NAME = halfSecWait
export DESIGN_NICKNAME = halfSecWait
export VERILOG_FILES = /design/flow/design.v
export SDC_FILE = /design/flow/constraint.sdc
export NUM_CORES = 4
export LEC_CHECK = 1
export CORE_UTILIZATION = 30
==> /design/flow/constraint.sdc <==
current_design halfSecWait

set clk_period 3.0
set clk_io_pct 0.2

create_clock -name clk0 -period $clk_period [get_ports {clk}]

set non_clock_inputs [all_inputs -no_clocks]
set_input_delay [expr $clk_period * $clk_io_pct] -clock clk0 $non_clock_inputs
set_output_delay [expr $clk_period * $clk_io_pct] -clock clk0 [all_outputs]
==> changes_impl.md <==
## Implementation

- Average wire per standard cell: about 14 um
- CTS max path bufs: 2
- Worst hold-check path type: reg2reg
- Slew HR: 0.620
- YS chip area: between 0.001 and 0.0015 sq mm
- Yosys reg bits: 26
- Max Cap Viol: 0
- Nature of the critical path startpoint: flip-flop
- Standard-cell rows: 24
- IO Pins: 4
- CP Cell Sequence: inv_1 > ha_1 > nor4b_2 > nand4_1 > nor4b_4 > clkdlybuf4s50_1
- Antenna Cells: 0
- DR pass1 iterations: 4
- RSZ-0062 raised after global routing: false
- Vias post-DR: ~1200
- Crit path required time: between 2 and 2.5 ns
- Synth unique cells: 28
- Slowest-stage cell, CP: clkdlybuf4s50_1
- Area Overhead vs Synth: 11.1%
- FF/Latch Area: ~650 sq um
- Max FFs per register: 26
- GRT Util Overall: 0.133
- Initial antenna violation count: 0
- Clk slew on worst S/H paths: 0.10 ns
- Worst Skew: roughly 0.0095 ns
- Vias in the first global route: 1099
- Sequential area share after synthesis: 0.451
- Outcome: complete, no violations
- Final Hold Violation Tally: 0
- DP HPWL: 2000 um
- TritonCTS Buffers: 3
- Period minus WS final: 2.78 ns
- 1st-iter DRT viols: approximately 80
- OpenROAD warnings: 26
- CP Max Fanout: 4
- Largest registers: count: 26 flops
- Core area: ~0.0045 sq mm
- Yosys warnings: 1
- DRC errors left: 0
- Fillers: 453
- Yosys Instances: around 160
- Commonest cells post-synth: dfrtp_1 (26), nor2_1 (16), a21oi_1 (14)
- Core Util, Final: 0.359
- Die height: 71.4 um
- RD Place Congestion: between 0.8 and 0.9
- Final wirelength: 2980 um
- Maximum vdd drop: ~0.19 mV
- Async S/R FF share, synth: 1.00
- Global route overflow: 0
- First-pass GRT wire length: 5300 um
- Yosys top cell by instances: dfrtp_1
- CTS tree: done
- Fin crit share: 0.928
- Most flop-heavy register: count
- Max-slew violation count: 0
- Fmax: ~360 MHz
- Clk sinks: 26
- Multi-input logic area: between 700 and 800 sq um
- Port bufs: 3
- Worst path arrival time: approximately 2.2 ns
- Final ANT Viol Nets: 0
- Synth area leader: dfrtp_1
- Slew @ Worst Pin: around 0.57 ns
- Setup tns final: 0 ns
- Top cells by area, synth: dfrtp_1 (45%), xnor2_1 (5.5%), a21oi_1 (4.9%)
- Commonest flop: dfrtp_1
- Insertion delay to the later sink of the worst-skew pair: 0.27 ns
- Synth Instances: 157
- Root Driver: clkbuf_8
- H-tree depth: 1
- Avg Inst Size Synth: 9.20 sq um
- Chip area: between 0.005 and 0.006 sq mm
- Largest net degree at the start of global routing: 27
- Cts hold-fix bufs: 0
- Post-synth EDFFs: 0
- Die Span X: slightly above 70 um
- Crit Path Class: reg2out
- Vias per cell: about 5.5
- Top cell area share: 0.451
- Crit end category: output port
- Leak pwr: between 0.5 and 0.6 nW
- FP Util: 0.323
- # setup viols final: 0
- Mapped cell area: 0.00144 sq mm
- Power per standard cell area: approximately 470 mW/mm^2
- Layout cells sized above 1: 0.0864
- Worst path max stage delay: around 0.5 ns
[per-stage QoR]
step | power [mW] | hold WS, ns | instance area (sq um) | setup WS [ns] | cells
6_report | 0.761 | 0.587 | 1600 | 0.216 | 214
3_3_place_gp | 0.512 | 0.559 | 1510 | 0.393 | 208
2_1_floorplan | 0.480 | 0.533 | 1440 | 1.10 | 157
3_5_place_dp | 0.509 | 0.563 | 1510 | 0.272 | 208
5_1_grt | 0.814 | 0.621 | 1600 | 0.0528 | 214
4_1_cts | 0.744 | 0.582 | 1570 | 0.0638 | 212
[layout by cell type, fill, tap and decap left out, drive strengths merged]
cell type and count:
nor4b 2, or4 9, nand2 9, a211oi 1, nand4 5, o21ai 8
a21oi 14, ha 2, inv 6, nand2b 1, buf 3, clkdlybuf4s50 3
nor2b 1, xor2 2, or3 6, a31o 1, and3 2, nor2 16
nand3 12, and4 2, nor3 4, o31ai 6, nor4 8, clkbuf 4
xnor2 9, dfrtp 26
[worst paths after layout]
kind,startpoint,endpoint,slack [ns],depth (start not counted)
worst max-delay path,count[0],lastCycle,0.22,6
worst min-delay path,count[1],count[1],0.59,2
worst max register to register,count[3],count[25],0.91,4
worst min register to register,count[1],count[1],0.59,2
max in group asynchronous,rst,count[1],2.06,3
min in group asynchronous,rst,count[15],0.67,3
[power breakdown]
group | leakage, nW | total (mW) | internal (mW) | switching, mW
combinational | 0.213 | 0.140 | 0.0645 | 0.0754
clock | 0.0288 | 0.230 | 0.117 | 0.113
sequential | 0.358 | 0.391 | 0.368 | 0.0234
total | 0.600 | 0.761 | 0.550 | 0.211
[kinds of logic (layout without fill, tap and decap cells)]
group                    Yosys count  count (layout)  synth area share
AND/OR/NAND/NOR                   77              77             0.308
adder cells (fa/ha/maj)            2               2            0.0173
XOR/XNOR                          11              11            0.0667
flip-flops                        26              26             0.451
buffers and inverters             11              16            0.0390
AND-OR/OR-AND                     30              30             0.119
[cell type report]
| type | count | share of cell area |
|---|---|---|
| Clock buffer | 4 | 0.0343 |
| Multi-Input combinational cell | 120 | 0.473 |
| Timing Repair Buffer | 6 | 0.0328 |
| Sequential cell | 26 | 0.406 |
| Inverter | 6 | 0.0140 |
| Tap cell | 52 | 0.0406 |
[per-layer routing]
metal / global-route usage / share of wire / vias up / wire [um]
li1: - / - / 590 / -
met1: 0.218 / 0.53 / 571 / 1570
met2: 0.200 / 0.44 / 9 / 1320
met3: 0.0143 / 0.019 / 2 / 57
met4: 0.0178 / 0.0091 / 0 / 27
met5: 0 / 0 / - / 0
[critical path: cells and delay by family (launching register included)]
kind	cells	cell delay (ns)
and+or+nand+nor	3	0.76
buffers and inverters	2	0.59
DFF	1	0.42
adders and majority gates	1	0.13
[timing repair]
action,CTS,global route
gates resized,1,2
setup buffers,0,2
gates cloned,0,0
endpoints found under the setup margin,1,1
endpoints found under the hold margin,0,0
pin swaps,0,1
Power and IR drop assume default switching activity.
