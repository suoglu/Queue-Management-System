**flow/design.v**
```verilog
 `timescale 1ns / 1ps
module int4bitToHexSSD(in, out);
  parameter zero = 7'b0000001, one = 7'b1001111, two = 7'b0010010;
  parameter thr = 7'b0000110, four = 7'b1001100, five = 7'b0100100;
  parameter six = 7'b0100000, svn = 7'b0001111, eght = 7'b0000000;
  parameter nine = 7'b0000100, A = 7'b0001000, B = 7'b1100000;
   parameter C = 7'b0110001, D = 7'b1000010, E = 7'b0110000, F = 7'b0111000;
  input [3:0] in;
  output reg [6:0] out;
  always@(*)
        case (in)
          4'b0: out = zero;
          4'b1: out = one;
          4'b10: out = two;
          4'b11: out = thr;
          4'b100: out = four;
          4'b101: out = five;
          4'b110: out = six;
          4'b111: out = svn;
          4'b1000: out = eght;
          4'b1001: out = nine;
          4'b1010: out = A;
          4'b1011: out = B;
          4'b1100: out = C;
          4'b1101: out = D;
          4'b1110: out = E;
          4'b1111: out = F;
        endcase
endmodule
module int5bitToHexSSD_bankVer(in, out);
  parameter zero = 7'b0000001, one = 7'b1001111, two = 7'b0010010;  
  parameter thr = 7'b0000110, four = 7'b1001100, five = 7'b0100100;  
  parameter six = 7'b0100000, svn = 7'b0001111, eght = 7'b0000000;  
  parameter nine = 7'b0000100, A = 7'b0001000, B = 7'b1100000;  
  parameter C = 7'b0110001, D = 7'b1000010, E = 7'b0110000, F = 7'b0111000;  
  parameter  o = 7'b1100010, L = 7'b1110001, empty = 7'b1111111;  
  parameter  p = 7'b0011000, h = 7'b1101000, r = 7'b1111010;  
  input [4:0] in;
  output reg [6:0] out;
  always@(*)
        case (in)
          5'b0: out = zero;
          5'b1: out = one;
          5'b10: out = two;
          5'b11: out = thr;
          5'b100: out = four;
          5'b101: out = five;
          5'b110: out = six;
          5'b111: out = svn;
          5'b1000: out = eght;
          5'b1001: out = nine;
          5'b1010: out = A;
          5'b1011: out = B;
          5'b1100: out = C;
          5'b1101: out = D;
          5'b1110: out = E;
          5'b1111: out = F;
          5'b10000: out = o;
          5'b10001: out = L;
          5'b10010: out = p;
          5'b10011: out = h;
          5'b10100: out = r;
          default: out = empty;
        endcase
endmodule
```
**flow/run.sh**
```bash
#!/bin/bash
# OpenROAD 26Q1-2900-gdf79404cd8, Yosys 0.63+post, stock flow scripts
make -C /OpenROAD-flow-scripts/flow DESIGN_CONFIG=/design/flow/config.mk WORK_HOME=/design/flow/orfs finish
```
**flow/config.mk**
```make
export PLATFORM = sky130hd
export DESIGN_NAME = int4bitToHexSSD
export DESIGN_NICKNAME = int4bitToHexSSD
export VERILOG_FILES = /design/flow/design.v
export SDC_FILE = /design/flow/constraint.sdc
export NUM_CORES = 4
export LEC_CHECK = 1
export CORE_AREA = 10 10 70 70
export DIE_AREA = 0 0 80 80
```
**flow/constraint.sdc**
```tcl
current_design int4bitToHexSSD

set clk_period 1.4
set clk_io_pct 0.2

create_clock -name clk0 -period $clk_period

set non_clock_inputs [all_inputs -no_clocks]
set_input_delay [expr $clk_period * $clk_io_pct] -clock clk0 $non_clock_inputs
set_output_delay [expr $clk_period * $clk_io_pct] -clock clk0 [all_outputs]
```
==> deck_impl_summary.md <==
Physical Implementation Snapshot

Yosys
  • Yosys stat chip area: 269.0 sq um
  • # Cells Yosys: 33
  • Avg Cell Area, Syn: 8.152 sq um
  • Warnings, synthesis: 1
  • Seq/Total Area, Yosys: 0%
  • Yosys cell types: 13
  • Post-Syn Instances: 33
  • Post-Synthesis Cell Area: 269.0 sq um

STA
  • Minimum clock period: 1552 ps
  • Final TNS setup: -240.5 ps
  • Final Hold Viols: 0
  • Relative slew margins: 86.52%
  • Final period util: 110.8%
  • Setup WS post-layout: -151.7 ps
  • Unrepaired setup endpoints after global routing: true
  • FMAX: 644.5 MHz
  • Max-slew violation count: 0
  • Worst Tran Pin Value: 196.6 ps
  • Setup violators final: 3
  • Hold WS: 995.0 ps

Global routing
  • Total Routing Usage GR: 2.705%
  • Initial antenna violation count: 0
  • Vias in the first global route: 346
  • Grt total ovfl: 0
  • Largest net degree at the start of global routing: 11
  • First-pass GRT wire length: 1511 microns

Routing
  • DR vias: 322
  • ANT cells: 0
  • DRC errors left: 0
  • Routed WL per cell: 9.699 microns
  • Vias per std cell: 3.126
  • Detailed Route Iter0 Violations: 2
  • Post-route ant nets: 0
  • Pre-Repair DR Iteration Count: 2
  • DRT Wirelength: 999 microns

Cells and area
  • # clk buffers: 0
  • Final Instance Area: 654.4 sq um
  • Flop count: 0
  • Flop area: 0 sq um
  • Fill cells: 368
  • Final core occ: 19.16%
  • Share of layout cells above drive strength 1: 71.93%
  • Multi-input gate area: 341.6 sq um
  • Syn-to-layout area delta: 143.3%

Hold path
  • WHS Endpoint: out[5]
  • Hold depth: 3
  • Hold_sp: in[3]
  • Min-delay worst type: in -> out

Clocking
  • Post-cts hold-fix buffer tally: 0

Place
  • Port Buf Inserts: 11
  • Final HPWL DP: 601.4 microns
  • Placed Area: 481.7 sq um
  • Final GP Congestion: 0.7513
  • Dpl ws: -905.9 ps

Die
  • Die height: 80 microns
  • Io pins: 11
  • Die Footprint: 6400 sq um
  • Core Density at Floorplan: 7.875%
  • FP Rows: 21
  • Die width: 80 microns
  • Core Area: 3416 sq um

Run
  • Tool warnings: 40
  • # Max-Cap Violations: 0

Worst setup path
  • Critical Path RT: 1120 ps
  • Arr. time, crit path: 1270 ps
  • Max FO, Critical Path: 5
  • CP startpoint kind: input pin
  • Critical path endpoint category: output port
  • Crit path kind: in -> out
  • Worst path cell trace: buf_8 -> buf_6 -> ha_2 -> mux4_2 -> buf_2
  • Critical Path Max Stage Delay: 450 ps
  • CP max-delay cell: mux4_2

Status
  • Outcome: finished, violations left
  • Violated checks: setup timing

Power
  • VDD IR-drop max: 0.05060 mV
  • P_leak: 0.2775 nW
  • PwrDens: 272.1 nW/um^2
worst max-delay path by stage:
stage         endpoint  slack [ps]   from
CTS             out[3]        -130  in[1]
global route    out[3]        -190  in[1]
finish          out[3]        -150  in[1]
power by group:
part	leakage [nW]	switching, mW	internal, mW
registers	0	0	0
clock network	0	0	0
logic	0.278	0.0730	0.105
total	0.278	0.0730	0.105
area by class of cell:
type	instances	area share [%]
inverters	3	2.868
multi-input cells	28	52.20
well taps	46	8.795
repair buffers	26	36.14
routing by layer:
layer | up-vias | GRT usage, % | part of all wire [%]
met5 | - | 0 | 0
met3 | 0 | 0.3409 | 4.1
met2 | 8 | 5.136 | 52
met1 | 149 | 3.309 | 43
met4 | 0 | 0 | 0
li1 | 165 | - | -
critical path: cells and delay by family:
| family | cells | cell delay, ps |
|---|---|---|
| multiplexers | 1 | 450 |
| adder cells (fa/ha/maj) | 1 | 170 |
| buffers and inverters | 3 | 370 |
logic make-up (layout without fill, tap and decap cells):
group,Yosys count,after routing,share of synthesized area (%)
buffers and inverters,5,29,9.766
AND/OR/NAND/NOR,8,8,13.02
AND-OR/OR-AND,6,6,13.95
adder cells (fa/ha/maj),7,7,32.56
multiplexers,7,7,30.70
cell usage in the layout, fill, tap and decap left out, types with 2 or more instances in the layout:
| cell | n |
|---|---|
| a21oi_2 | 2 |
| buf_2 | 8 |
| buf_4 | 8 |
| buf_6 | 5 |
| buf_8 | 3 |
| ha_2 | 2 |
| ha_4 | 4 |
| mux2i_1 | 4 |
| mux2i_4 | 2 |
| nor2_1 | 5 |
stage by stage:
stage / total power [mW] / std cells
2_1_floorplan: 0.05121 / 33
3_3_place_gp: 0.1261 / 96
3_5_place_dp: 0.1274 / 96
4_1_cts: 0.1543 / 102
5_1_grt: 0.1963 / 103
6_report: 0.1781 / 103
repair_timing:
action                                  in CTS  in global routing
buffers inserted                             6                  0
pin swaps                                    8                  4
resized                                     63                  7
gates cloned                                 0                  1
endpoints found under the setup margin       7                  5
Yosys cell counts, drive strengths merged:
cell    instances  area share, %
clkbuf          1            1.4
inv             3            4.2
nand2b          2            4.7
o211ai          1            2.8
nor2            5            7.0
o21ai           2            3.7
nand2           1            1.4
buf             1            4.2
ha              7             33
mux4            1            8.4
a21oi           2            3.7
a32o            1            3.7
mux2i           6             22
Power figures rest on the tool's default switching activity, not on a simulated workload.
